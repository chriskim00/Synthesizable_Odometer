$ cat flow/config.mk
export PLATFORM = sky130hd
export DESIGN_NAME = freq_div_12b
export DESIGN_NICKNAME = freq_div_12b
export VERILOG_FILES = /design/flow/design.v
export SDC_FILE = /design/flow/constraint.sdc
export NUM_CORES = 4
export LEC_CHECK = 1
export CORE_AREA = 10 10 70 70
export DIE_AREA = 0 0 80 80
$ cat flow/constraint.sdc
current_design freq_div_12b

set clk_period 1.8
set clk_io_pct 0.2

create_clock -name clk0 -period $clk_period [get_ports {AC_STRESS_CLK}]

set non_clock_inputs [all_inputs -no_clocks]
set_input_delay [expr $clk_period * $clk_io_pct] -clock clk0 $non_clock_inputs
set_output_delay [expr $clk_period * $clk_io_pct] -clock clk0 [all_outputs]
$ cat flow/design.v
module freq_div_12b (AC_STRESS_CLK, RESETB, FREQ_DIV_OUT);
input AC_STRESS_CLK,RESETB;
output  FREQ_DIV_OUT;
reg [11:0] DIV_OUT;    
integer i;
assign    FREQ_DIV_OUT = DIV_OUT[11];
always @ (posedge AC_STRESS_CLK or negedge RESETB) begin
if (!RESETB) begin
   DIV_OUT <= 0;
end
else begin
   DIV_OUT <= DIV_OUT + 1'b1  ;
end
end	
endmodule
$ cat flow/run.sh
#!/bin/bash
# OpenROAD 26Q1-2900-gdf79404cd8, Yosys 0.63+post, stock flow scripts
make -C /OpenROAD-flow-scripts/flow DESIGN_CONFIG=/design/flow/config.mk WORK_HOME=/design/flow/orfs finish
==> results.cfg <==
; synthesis and place-and-route metrics
[outcome]
outcome = finished clean

[routing]
vias = 289
via_per_inst = 3.108
ant_nets = 0
wl_um = 708
drt_pass1_iterations = 3
num_antenna_cells = 0
drc = 0
drt_iter0_drc = 21
routedWlPerCell_um = 7.613

[global_routing]
grt_pass1_wl_um = 1283
grt_max_degree = 13
grt_pass1_vias = 295
gr-total-overflow = 0
grt_use_total_pct = 2.550
antenna_found_initial = 0

[worst_setup_path]
critPathKind = reg -> out
path_max_fanout = 2
cp.arrival_ns = 1.09
end_kind = output port
path_buffers = 1
critPathTopFamily = buffers and inverters
worstPathRequired_ns = 1.44
critical_path.max_stage_delay_ns = 0.46
path_cells = clkdlybuf4s50_1
worst_setup_path_start_kind = flop
crit_slowest_cell = clkdlybuf4s50_1

[placed_design]
gp_congestion = 0.7832
pre_cts_ws_ns = 0.6263
portBuffers = 2

[job]
drv_cap = 0
tool_warnings = 25

[sta]
hold_viol = 0
worst_pin_slew_ns = 0.5198
hold_ws_ns = 0.4333
setup_slack_ns = 0.3465
slew_headroom_pct = 65.24
fin_setup_tns_ns = 0
period_minus_slack_ns = 1.454
setup_violations = 0
finalClockSkew_ns = 0.001107
rsz0062_at_grt = false
maxSlewViolCount = 0
fmax_mhz = 688.0
post-route-period-util_pct = 80.75

[floorplanning]
rows = 21
io_pins = 3
core-area_sq_mm = 0.003416
dieArea_sq_mm = 0.006400
fp-utilization_pct = 15.09
die_y_um = 80
die_width_um = 80

[logic_synthesis]
yosysWarnings = 1
synthTopCellsByArea = dfrtp_1, xor2_1, xnor2_1
ys_cells = 41
synth.distinct_cells = 12
syn_inst = 41
synth_area_per_cell_sq_um = 12.57
ys_seq_elements = 12
yosysTopAreaCell = dfrtp_1
synth_area_sq_um = 515.5
ys_area_sq_um = 515.5
ys_seq_share_pct = 58.25
synth_top_area_share_pct = 58.25

[finish]
logic_area_sq_um = 203.9
lay_top_count = dfrtp_1
register_area_sq_um = 300.3
regMostFlops = DIV_OUT
syn2layout_area_growth_pct = 22.09
fin_util_pct = 18.42
drive_gt1_share_pct = 14.89
largest_registers = DIV_OUT: 12 flops
lay_top_cells = dfrtp_1, xor2_1, xnor2_1
n_fill_cell = 376
largest_reg_flops = 12

[clocking]
ctsResizeCount = 0
cts.htree.levels = 1
post_cts_buffers = 0
cts_sinks = 12
cts_root_buf = clkbuf_4
postCtsHoldBufs = 0
clockBufferDepth = 2
clkTransAtPathRegs_ns = 0.07
cts_tree = built
clk_latency_ns = 0.27
cts_buffers = 3

[power]
clkPwrFrac_pct = 43.0
switching_share_pct = 18.68
switchingPower_w = 0.00009053
power_frac_seq_pct = 55.6
pwr-share-comb_pct = 1.4
p_per_area_mw_per_mm2 = 769.9
leakagePower_nw = 0.2598
peakVddDrop_mv = 0.2108
p_int_w = 0.0003940

[min_path]
hold_class = in -> async
-- metal layers --
layer / global-route usage, % / routed length [um] / vias up
li1: - / - / 143
met1: 3.219 / 360 / 140
met2: 3.451 / 279 / 6
met3: 2.045 / 68 / 0
met4: 0.1761 / 0 / 0
met5: 0 / 0 / -
-- cell families after synthesis --
logic type,share of synthesized area (%)
adders and majority gates,2.427
xor gates and xnor gates,16.99
buffers and inverters,2.184
and+or+nand+nor,20.14
DFF,58.25
-- cell usage after synthesis --
cell type / count
ha_1: 1
nand2_1: 3
nor4_2: 1
dfrtp_1: 12
nand3_4: 1
inv_1: 3
xor2_1: 6
xnor2_1: 4
nand4_4: 1
nand3_1: 3
nor2_1: 3
nor3_1: 3
-- layout make-up --
type                    count  area share (%)
well taps                  46           9.145
clock buffers               4           5.765
repair buffers              2           3.181
multi-input cells          26           32.41
inverters                   3           1.789
flip-flops and latches     12           47.71
-- final timing paths --
check / startpoint / cells after the start / slack [ns] / end
max: DIV_OUT[11] / 1 / 0.35 / FREQ_DIV_OUT
min: RESETB / 1 / 0.43 / DIV_OUT[10]
max reg2reg: DIV_OUT[0] / 4 / 0.62 / DIV_OUT[8]
min reg2reg: DIV_OUT[11] / 1 / 0.47 / DIV_OUT[11]
max in group asynchronous: RESETB / 1 / 1.02 / DIV_OUT[1]
min in group clk0: DIV_OUT[11] / 1 / 0.47 / DIV_OUT[11]
-- stage by stage --
step	cells	power, W	instance area, sq um
floorplan	41	0.0002748	515.5
global placement	89	0.0002817	593.1
detailed placement	89	0.0002820	593.1
CTS	93	0.0004895	629.4
global route	93	0.0005190	629.4
finish	93	0.0004845	629.4
-- power groups by stage --
stage	combinational [W]	clock [W]	sequential [W]
after CTS	0.00000733	0.000213	0.000269
final	0.00000676	0.000208	0.000269
after global routing	0.00000824	0.000241	0.000269
Power and IR drop assume default switching activity.
